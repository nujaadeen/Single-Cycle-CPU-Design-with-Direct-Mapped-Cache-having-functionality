<file path="design/flow/run.sh">
#!/bin/bash
# OpenROAD 26Q1-2900-gdf79404cd8, Yosys 0.63+post, stock flow scripts
make -C /OpenROAD-flow-scripts/flow DESIGN_CONFIG=/design/flow/config.mk WORK_HOME=/design/flow/orfs finish
</file>
<file path="design/flow/config.mk">
export PLATFORM = sky130hd
export DESIGN_NAME = victim_cache
export DESIGN_NICKNAME = victim_cache
export VERILOG_FILES = /design/flow/design.v
export SDC_FILE = /design/flow/constraint.sdc
export NUM_CORES = 4
export LEC_CHECK = 1
export CORE_UTILIZATION = 50
</file>
<file path="design/flow/constraint.sdc">
current_design victim_cache

set clk_period 1.6
set clk_io_pct 0.2

create_clock -name clk0 -period $clk_period [get_ports {clk}]

set non_clock_inputs [all_inputs -no_clocks]
set_input_delay [expr $clk_period * $clk_io_pct] -clock clk0 $non_clock_inputs
set_output_delay [expr $clk_period * $clk_io_pct] -clock clk0 [all_outputs]
</file>
<file path="design/flow/design.v">
module victim_cache #(
  parameter CACHE_LINE_WIDTH = 128,
  parameter ADDR_WIDTH       = 32,
  parameter DATA_WIDTH       = 32,
  parameter BLOCK_SIZE       = 4,
  parameter NUM_BLOCKS       = 4
) (
  input                                   clk,
  input                                   rst,
  input          [ADDR_WIDTH-1:0]         addr,
  input          [CACHE_LINE_WIDTH-1:0]   write_data,
  input                                   victim_enable,     
  input                                   dirty_bit,         
  output  reg    [NUM_BLOCKS-1:0]         dirty,
  output  reg    [CACHE_LINE_WIDTH-1:0]   read_data,
  output  reg                             victim_hit,
  output  reg                             victim_dirty
);
  reg         [ADDR_WIDTH-1:0]  victim_addr    [0:NUM_BLOCKS-1];                   
  reg         [DATA_WIDTH-1:0]  victim_data    [0:NUM_BLOCKS-1][0:BLOCK_SIZE-1];   
  reg         [1:0]             mru            [NUM_BLOCKS-1:0];                   
  reg                           valid          [NUM_BLOCKS-1:0];
  reg         [NUM_BLOCKS-1:0]  block_idx;                                         
  reg                           victim_read;                                       
  integer i;
  integer j;
  always @(*) begin
    victim_dirty = 1'b0;
    for (i = 0; i < NUM_BLOCKS; i=i+1) begin
      if(mru[i] == 2'b00) begin
        if (~dirty[i]) begin
          victim_read = 1'b0;
          block_idx = i;
          case(mru[i])
            2'b01: begin
              mru[i] = 2'b00;
            end
            2'b10: begin
              mru[i] = 2'b01;
            end
            2'b11: begin
              mru[i] = 2'b10;
            end
            2'b00: begin
              mru[i] = 2'b11;
            end
          endcase
        end
        else begin
          victim_read = 1'b1;
          victim_dirty = 1'b1;
        end
      end
    end
  end
  always @(posedge clk or posedge rst) begin
    if (rst) begin
      for (i = 0; i < NUM_BLOCKS; i=i+1) begin
        valid[i] <= 0;
        for (j = 0; j < BLOCK_SIZE; j=j+1) begin
          victim_data[i][j] <= 0;
        end
      end
    end else begin
      if (victim_enable) begin     
        victim_addr[block_idx] <= (addr >> 2);
        valid[block_idx] <= 1;
        dirty[block_idx] <= dirty_bit;
        {victim_data[block_idx][3], victim_data[block_idx][2], victim_data[block_idx][1], victim_data[block_idx][0]}    <=    write_data;
      end
    end
  end
  always @(*) begin
    for (i = 0; i < NUM_BLOCKS; i=i+1) begin
      if (victim_addr[i] == (addr>>2)) begin
        read_data = {victim_data[i][3], victim_data[i][2], victim_data[i][1], victim_data[i][0]};
        victim_hit       = 1;
      end 
      if (victim_read) begin
        read_data = {victim_data[block_idx][3], victim_data[block_idx][2], victim_data[block_idx][1], victim_data[block_idx][0]};
        victim_hit       = 0;
      end
      else begin
        read_data = 0;
        victim_hit = 0;
      end
    end   
  end
endmodule
</file>
==> impl_metrics.toml <==
# synthesis and place-and-route metrics
[run_status]
status = "complete, but fails checks"
violations = "setup timing"

[final_timing]
fmax_mhz = 480
rsz0062_at_grt = "yes"
maxSlewHeadroom = 0.160
unclocked_pins = 13
untimed_endpoints = 13
fin_worst_skew_ns = 0
finalMaxSlewViolations = 0
fin_crit_ns = 2.08
finalCritPeriodShare = 1.30
setup_viol = 130
finalWorstSetupSlack_ns = -0.484
setup-tns-final_ns = -45.31
worstMarginPinSlew_ns = 1.26
hold_viol_final = 0

[finish]
fin_area_um2 = 31300
area_delta_synth_final_pct = 36.1
finalNonFillerCells = 2738
final_cell_mix = "512 x mux2_2, 509 x dfrtp_1, 163 x a22oi_1"
fin_util = 0.690
final_common_cell = "mux2_2"
drive_gt1_frac = 0.524

[global_route]
grt_antenna_before_repair = 9
grt_usage = 0.321
grt_overflow = 0
grt_max_degree = 89
grt_pass1_vias = 17174
grt_pass1_wl_um = 107000

[pwr]
power.switching_uw = 7890
power.leakage_uw = 0.0137
seq_power_share = 0.472
peakVddDrop_v = 0.000815
p_int_uw = 24800
powerDensity_nw_per_um2 = 1040
swShare = 0.241
clockPowerShare = 0.386
total_power_uw = 32700
comb_power_share = 0.142

[worst_setup_path]
crit_path_max_incr_delay_ns = 0.39
cp.required_ns = 1.28
cp-start-kind = "flop"
cpMaxStageDelayCell = "dfrtp_1"
path_buffers = 3
critPathTopFamily = "buffers and inverters"
cp_common_cell = "buf_6"
crit_fanout = 2
crit_type = "flop to primary output"
worst_setup_path_end_kind = "primary output"
path_cells = "buf_6, o21ai_4, buf_6, a31oi_1, buf_2"
cp_data_arrival_time_ns = 1.76

[yosys]
yosys.area.top_type = "dfrtp_1"
syn-cell-area_um2 = 23000
yosys-stat-cells = 1678
top_cell_area_share = 0.557
ys.warnings.count = 56
syn_inst = 1678
syn_avg_cell_area_um2 = 13.7
area_leaders = "dfrtp_1 56%, mux2_2 25%, a22oi_1 6.3%, a31oi_1 2.6%, a222oi_1 1.4%"
synth-edff-count = 4
synth-async-reset-ratio = 0.968
synth_flops = 529
yosys_area_um2 = 23000
ys.flop_type = "dfrtp_1"
ys_types = 43

[detailed_routing]
vias = 16288
first_pass_iters = 7
final_antenna_net_count = 0
via_per_inst = 5.95
wire_per_inst_um = 25.4
drc_errors = 0
drt-total-wl_um = 69400
drt_iter0_drc = 1007

[floorplan]
core_um2 = 45400
rows = 78
die_x_um = 216
io_pins = 298
die_h_um = 216
initial_core_util = 0.507
chipArea_um2 = 46800

[clock_tree]
hold_buffers = 0
cts_htree_levels = 2
clock_latency_ns = 0.59
path_clk_slew_ns = 0.06
cts_buffers = 56
clock-root-buffer = "clkbuf_16"
cts_tree = "built"
clockBufferDepth = 3

[run]
tool_warnings = 69
max_cap_viol_count = 0

[placement]
place_hpwl_um = 43400
gp_congestion = 0.869
port_buffers = 264
dpl_cell_area_um2 = 27500
place_inst = 2546

[min_path]
hold_class = "input pin to asynchronous set/reset pin"
metal layers:
metal | routed length (um) | up-vias | track usage
met1 | 29100 | 8424 | 0.486
met2 | 31500 | 484 | 0.459
li1 | - | 7262 | -
met3 | 6740 | 106 | 0.124
met5 | 74 | - | 0
met4 | 1980 | 12 | 0.0786
logic make-up after synthesis:
family                     after synthesis  synth area share
and+or+nand+nor                         32           0.00860
DFF                                    516             0.562
muxes                                  512             0.251
adders and majority gates               15           0.00816
AOI/OAI and AO/OA                      427             0.128
xor gates and xnor gates                 2          0.000762
other                                    1          0.000163
latches                                 13           0.00849
buffers and inverters                  160            0.0331
layout make-up:
cell class	instances	area (um2)
repair buffers	493	4940
flip-flops and latches	529	13100
multi-input cells	989	10600
inverters	22	86.3
clock inverters	16	123
clock buffers	85	1700
fillers	3160	14100
diodes	4	10.0
well taps	600	751
through the flow:
| stage | setup WS (ns) | hold slack [ns] |
|---|---|---|
| 3_5_place_dp | -0.502 | 0.493 |
| 3_3_place_gp | -0.495 | 0.486 |
| 2_1_floorplan | -5.67 | 0.471 |
| 4_1_cts | -0.505 | 0.0462 |
| 6_report | -0.484 | 0.0854 |
| 5_1_grt | -0.524 | 0.104 |
cell usage after synthesis (2+ instances only):
library cell    n
and2_1          2
edfxtp_1        4
dlxtn_1        11
a222oi_1       32
dlxtp_1         2
o21ai_0        50
buf_2          47
a22oi_1       193
nor3_1          2
or2_2           4
nand4_1         2
dfrtp_1       512
mux2_2        512
ha_1           15
nor2b_1         7
o21ai_1        15
buf_6          13
a31oi_1        97
a21oi_1        32
xnor2_1         2
inv_1          21
nand2_1         7
clkbuf_1       71
buf_1           6
power groups by stage:
stage | clock [uW] | combinational, uW | sequential, uW
global route | 13400 | 5020 | 15600
finish | 12600 | 4630 | 15400
CTS | 12900 | 4560 | 15400
registers in the layout (all words and copies together), names as in the netlist:
| name | count |
|---|---|
| victim_data | 512 |
| mru | 8 |
| block_idx | 4 |
| dirty | 4 |
| victim_read | 1 |
timing repair:
| item | CTS | global route |
|---|---|---|
| pin swaps | 99 | 45 |
| setup buffers | 90 | 12 |
| endpoints found under the setup margin | 133 | 131 |
| gates resized | 659 | 71 |
| gates cloned | 0 | 0 |
worst reg2reg max path, cell delays in order, from the launching register on:
cell,delay [ns]
edfxtp_1,0.41
buf_6,0.13
buf_6,0.10
buf_4,0.13
inv_1,0.04
a31oi_1,0.03
a41o_1,0.23
final timing paths:
path	start	end	slack, ns	depth (start not counted)
max	victim_data[0][19]	read_data[83]	-0.48	5
min	rst	victim_data[2][1]	0.09	2
max reg2reg	dirty[2]	dirty[2]	0.27	6
min reg2reg	victim_data[9][2]	victim_data[9][2]	0.50	1
max in group asynchronous	rst	victim_data[12][0]	0.77	3
min in group clk0	write_data[44]	victim_data[5][12]	0.41	2
No activity file was given, so power comes from the tool's default toggle rates.
