==> design.v <==
`timescale 1ns/1ns
module cache #(
  parameter CACHE_LINE_WIDTH = 128,
  parameter ADDR_WIDTH       = 32,
  parameter DATA_WIDTH       = 32,
  parameter BLOCK_SIZE       = 4,
  parameter NUM_BLOCKS       = 8
) (
  input                                   clk,      
  input                                   rst,
  input                                   write_enable,          
  input                                   dirty_down,            
  input                                   wr_mem,                
  input                                   rd_en,                 
  input         [ADDR_WIDTH-1:0]          addr,
  input         [CACHE_LINE_WIDTH-1:0]    write_data_from_mem,
  input         [DATA_WIDTH-1:0]          write_data_from_cpu,
  output reg    [NUM_BLOCKS-1:0]          valid,              
  output reg    [CACHE_LINE_WIDTH-1:0]    read_data,
  output reg    [NUM_BLOCKS-1:0]          dirty,
  output reg                              hit
);
  reg           [ADDR_WIDTH-1:0]  cache_addr          [NUM_BLOCKS-1:0];                        
  reg           [DATA_WIDTH-1:0]  cache_data          [NUM_BLOCKS-1:0][BLOCK_SIZE-1:0];        
  reg           [ADDR_WIDTH-1:0]  tag                 [NUM_BLOCKS-1:0];                        
  reg           [NUM_BLOCKS-1:0]  block_idx;                                                   
  integer i;
  integer j;
  always @(*) begin
    block_idx = (addr >> 2) % NUM_BLOCKS;
  end 
  always @(posedge clk) begin
    if (rst) begin                  
      for (i = 0; i < NUM_BLOCKS; i=i+1) begin
        valid[i]                  <=    0;
        tag[i]                    <=    0;
        dirty[i]                  <=    0;
        for (j = 0; j < BLOCK_SIZE; j=j+1) begin
          cache_data[i][j]        <=    0;
        end
      end
    end else begin
      if (write_enable) begin
        if(~wr_mem) begin
          tag[block_idx]           <=    addr[ADDR_WIDTH-1:2];
          cache_addr[block_idx]    <=    addr[ADDR_WIDTH-1:2] << 2;
          valid[block_idx]         <=    1;
          dirty[block_idx]         <=    0;
          {cache_data[block_idx][3], cache_data[block_idx][2], cache_data[block_idx][1], cache_data[block_idx][0]}    <=    write_data_from_mem;         
        end
        else begin
          cache_data[block_idx][addr[1:0]]    <=    write_data_from_cpu;
          dirty[block_idx]                    <=    1;
        end
      end
    end
  end
  always @(*) begin
    if (valid[block_idx] && tag[block_idx] == addr[ADDR_WIDTH-1:2]) begin
      read_data           =   {cache_data[block_idx][3], cache_data[block_idx][2], cache_data[block_idx][1], cache_data[block_idx][0]};
      hit                 =   1;
      if(dirty_down) begin
        dirty[block_idx]  =   0;
      end
      else begin
        dirty[block_idx]  = dirty[block_idx];
      end
    end
    else if(rd_en) begin
      read_data           =   {cache_data[block_idx][3], cache_data[block_idx][2], cache_data[block_idx][1], cache_data[block_idx][0]};
      hit                 =   0;
    end   
    else begin
      read_data           =   0;
      hit                 =   0;
    end
  end
endmodule
==> run.sh <==
#!/bin/bash
# OpenROAD 26Q1-2900-gdf79404cd8, Yosys 0.63+post, stock flow scripts
make -C /OpenROAD-flow-scripts/flow DESIGN_CONFIG=/design/flow/config.mk WORK_HOME=/design/flow/orfs finish
==> config.mk <==
export PLATFORM = sky130hd
export DESIGN_NAME = cache
export DESIGN_NICKNAME = cache
export VERILOG_FILES = /design/flow/design.v
export SDC_FILE = /design/flow/constraint.sdc
export NUM_CORES = 4
export LEC_CHECK = 1
export CORE_UTILIZATION = 50
==> constraint.sdc <==
current_design cache

set clk_period 37.0
set clk_io_pct 0.2

create_clock -name clk0 -period $clk_period [get_ports {clk}]

set non_clock_inputs [all_inputs -no_clocks]
set_input_delay [expr $clk_period * $clk_io_pct] -clock clk0 $non_clock_inputs
set_output_delay [expr $clk_period * $clk_io_pct] -clock clk0 [all_outputs]
==> Flow_metrics.wiki <==
== Flow metrics ==
{| class="wikitable"
! Metric !! Value
|-
| Chip area estimate from yosys synthesis || about 60,000 sq um
|-
| Number of synthesized flops with an enable pin || between 1,000 and 1,500
|-
| Result of the run || aborted with a tool error
|-
| Distinct lib cells used || 56
|-
| Cells in synth_stat.txt || around 5,100
|-
| Halt Reason || ERROR: Found 8 problems in 'check -assert'.
|-
| Last stage the flow got to || synthesis (1_2_yosys)
|-
| Fraction of synthesis flops using an asynchronous set or reset pin || 0%
|-
| Number of storage elements in the synthesis netlist || 1,288
|-
| Yosys warnings || 1
|-
| Main synth FF type || sky130_fd_sc_hd__edfxtp_1
|}
-- cell usage after synthesis, drive strengths merged, types with 3 or more instances --
master,number,area share (%)
o21ai,807,6.8
nand2b,13,0.14
dfxtp,16,0.54
nor2b,11,0.12
a22oi,167,2.1
or3,13,0.14
a31oi,80,0.84
nor4,3,0.042
mux2i,123,2.1
nand4,7,0.074
o211ai,4,0.051
nand2,875,5.5
mux4,28,1.1
o22ai,44,0.46
nor3,9,0.076
nor2,397,2.5
a22o,78,1.1
xnor2,12,0.18
inv,14,0.088
ha,6,0.13
edfxtp,1264,64
clkbuf,457,2.9
buf,110,1.2
a21oi,75,0.63
dlxtn,8,0.20
and2,218,2.3
nand3,17,0.14
mux2,104,2.0
a221oi,154,2.3
-- cells by family after synthesis --
kind of cell | after synthesis | share of synthesized area, %
latches | 8 | 0.202
xor+xnor | 14 | 0.206
simple gates | 1574 | 11.2
flops | 1280 | 64.4
compound gates | 1420 | 14.5
fa+ha+maj | 6 | 0.126
mux | 255 | 5.10
buf+inv | 583 | 4.26
other cells | 1 | 0.00631
