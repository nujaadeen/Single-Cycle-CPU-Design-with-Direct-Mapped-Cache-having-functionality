$ cat flow/run.sh
#!/bin/bash
# OpenROAD 26Q1-2900-gdf79404cd8, Yosys 0.63+post, stock flow scripts
make -C /OpenROAD-flow-scripts/flow DESIGN_CONFIG=/design/flow/config.mk WORK_HOME=/design/flow/orfs finish
$ cat flow/config.mk
export PLATFORM = sky130hd
export DESIGN_NAME = data_mem
export DESIGN_NICKNAME = data_mem
export VERILOG_FILES = /design/flow/design.v
export SDC_FILE = /design/flow/constraint.sdc
export NUM_CORES = 4
export LEC_CHECK = 1
export CORE_UTILIZATION = 50
$ cat flow/constraint.sdc
current_design data_mem

set clk_period 64.5
set clk_io_pct 0.2

create_clock -name clk0 -period $clk_period [get_ports {clk}]

set non_clock_inputs [all_inputs -no_clocks]
set_input_delay [expr $clk_period * $clk_io_pct] -clock clk0 $non_clock_inputs
set_output_delay [expr $clk_period * $clk_io_pct] -clock clk0 [all_outputs]
$ cat flow/design.v
module data_mem#(
  parameter CACHE_LINE_WIDTH = 128,
  parameter ADDR_WIDTH       = 32,
  parameter DATA_WIDTH       = 32,
  parameter MEMORY_DEPTH     = 64
)(
    input                               clk, 
    input                               rst, 
    input                               mem_write,
    input       [ADDR_WIDTH-3:0]        addr,    
    input       [CACHE_LINE_WIDTH-1:0]  din,
    output reg  [CACHE_LINE_WIDTH-1:0]  dout
  );
    reg   [DATA_WIDTH-1:0] mem      [MEMORY_DEPTH-1:0];
    wire  [ADDR_WIDTH-1:0] addr_gen;
    assign  addr_gen = addr << 2;            
    integer i;
    initial begin
        for (i = 1; i < 40; i = i + 1) begin
          if (i % 4) begin
            mem[i] <= 32'hF0;
          end
        end
        {mem[0]}     <= 32'h0000_0003;        
        {mem[4]}     <= 32'h0000_0001;        
        {mem[8]}     <= 32'h0000_002C;        
        {mem[12]}    <= 32'hFFFF_FFB7;        
        {mem[16]}    <= 32'h0000_0000;        
        {mem[20]}    <= 32'h0000_0041;        
        {mem[24]}    <= 32'h0000_0144;        
        {mem[28]}    <= 32'hFFFF_FFE1;        
        {mem[32]}    <= 32'h0000_0004;        
        {mem[35]}    <= 32'hFFFF_FFF9;        
        {mem[36]}    <= 32'hFFFF_FFF7;
        {mem[40]}    <= 32'h0000_0000;
        for (i = 44; i < 64; i = i + 1) begin
            mem[i] <= 32'hF0;
        end
    end   
    always @ (posedge clk) begin
        if (mem_write) begin
            {mem[addr_gen + 3], mem[addr_gen + 2], mem[addr_gen + 1], mem[addr_gen]} <= din;
        end
        else begin
            {mem[addr_gen + 3], mem[addr_gen + 2], mem[addr_gen + 1], mem[addr_gen]} <= {mem[addr_gen + 3], mem[addr_gen + 2], mem[addr_gen + 1], mem[addr_gen]};
        end
    end
    always @(*) begin
      dout = {mem[addr_gen + 3], mem[addr_gen + 2], mem[addr_gen + 1], mem[addr_gen]};
    end
endmodule
==> flow_metrics.env <==
# yosys + openroad results
export IMPL_placed_area_sq_um=85400
export IMPL_crit_top_cell="buf_4"
export IMPL_max_slew_margin=0.409
export IMPL_fp_util=0.507
export IMPL_clk_pin_slew_ns=0.06
export IMPL_max_clock_path_buffers=3
export IMPL_avgViaCountPerCell=6.05
export IMPL_via_count=41300
export IMPL_rr_startpoint="mem[24][26]"
export IMPL_fillers=11300
export IMPL_dr_pass1_iters=7
export IMPL_placement_rows=145
export IMPL_critPathLaunchType="primary input"
export IMPL_power_leakage_nw=30.4
export IMPL_grt_pass1_vias=43600
export IMPL_grt_pass1_wl_microns=280000
export IMPL_postCtsSetupRepairBufs=0
export IMPL_setup_tns_ns=0
export IMPL_drtAntennaViolNets=0
export IMPL_yosys_area_sq_um=79500
export IMPL_cp_required_ns=51.60
export IMPL_maxCapViolCount=0
export IMPL_insertedDiodeCount=0
export IMPL_clkLatencyLatePin_ns=0.82
export IMPL_warnings=53
export IMPL_critical_path_slowest_cell="buf_4"
export IMPL_gp_congestion=0.816
export IMPL_cts_tree="done"
export IMPL_drc=0
export IMPL_lay_top_count="edfxtp_1"
export IMPL_worst_pin_slew_ns=0.885
export IMPL_registers_top_by_ff_count="mem"
export IMPL_final_max_slew_violation_count=0
export IMPL_hold_class="reg -> reg"
export IMPL_avgSynthCellArea_sq_um=19.2
export IMPL_htreeDepth=4
export IMPL_clkSinkCount=2048
export IMPL_cts_buffers=204
export IMPL_regArea_sq_um=61500
export IMPL_fin_skew_ns=0.0294
export IMPL_ir_drop_mv=0.0248
export IMPL_ys_cells=4145
export IMPL_largest_reg_flops=2048
export IMPL_syn_inst=4145
export IMPL_critical_path_arrival_ns=18.11
export IMPL_comb_area_sq_um=16700
export IMPL_drive_gt1_frac=0.163
export IMPL_ys_flops=2048
export IMPL_ff2ff_setup_slack_ns=62.48
export IMPL_critPathCaptureType="output port"
export IMPL_rsz0062_at_grt="no"
export IMPL_synthFlopType="edfxtp_1"
export IMPL_routedWlPerCell_microns=28.0
export IMPL_yosysWarnings=1
export IMPL_drt_iter0_drc=2157
export IMPL_layout_top_cells="edfxtp_1 (2048), mux2i_1 (554), clkdlybuf4s50_1 (257)"
export IMPL_reg_top3="mem x2048"
export IMPL_crit_fanout=57
export IMPL_grt_max_degree=87
export IMPL_setup_viol=0
export IMPL_min_from="mem[33][13]"
export IMPL_synthArstFlopShare=0
export IMPL_netlist_area_sq_um=79500
export IMPL_area_delta_synth_final_pct=15.2
export IMPL_finalInstanceArea_sq_um=91600
export IMPL_status="finished, final reports clean"
export IMPL_ios=289
export IMPL_synth_cell_types=42
export IMPL_antenna_found_initial=0
export IMPL_crit_chain="buf_8, buf_4, buf_4, buf_12, and2_4, buf_4, buf_4, a221oi_1, o21ai_1, nand3_1, clkdlybuf4s50_1"
export IMPL_io_buffers=261
export IMPL_max_stage_delay_ns=0.70
export IMPL_dp_hpwl_microns=98900
export IMPL_edf_count=2048
export IMPL_cts_hold_buf=0
export IMPL_post_place_cells=6453
export IMPL_wl_microns=191000
export IMPL_overflow=0
export IMPL_core_area_sq_um=157000
export IMPL_ff2ff_path_depth=4
export IMPL_hold_end="mem[53][13]"
export IMPL_cts_root_buf="clkbuf_16"
export IMPL_die_w_microns=401
export IMPL_period_needed_ns=31.01
export IMPL_rr_endpoint="mem[36][26]"
export IMPL_hold_violations=0
export IMPL_period_used=0.481
export IMPL_power_density_nw_per_um2=31.0
export IMPL_hold_depth=2
export IMPL_grtUsageTotal=0.268
export IMPL_die_h_microns=401
export IMPL_dieArea_sq_um=161000
export IMPL_cts_resized=0
export IMPL_ys_seq_frac=0.774
export IMPL_path_class="in -> out"
export IMPL_final_cells=6820
export IMPL_fmax_mhz=32.2
==> cell families after synthesis <==
logic type / Yosys count / synth area share
DFF: 2048 / 0.774
muxes: 793 / 0.121
AOI/OAI and AO/OA: 748 / 0.0700
and+or+nand+nor: 298 / 0.0176
buffers and inverters: 258 / 0.0176
==> metal layers <==
| layer | GRT usage | up-vias | routed length, microns |
|---|---|---|---|
| li1 | - | 18200 | - |
| met1 | 0.394 | 20500 | 69200 |
| met3 | 0.179 | 223 | 29100 |
| met4 | 0.0382 | 4 | 2980 |
| met5 | 0.0104 | - | 176 |
| met2 | 0.378 | 2325 | 89400 |
==> worst max-delay path: cells and delay by family <==
| family | cells | cell delay, ns |
|---|---|---|
| and+or+nand+nor | 2 | 0.84 |
| AOI/OAI and AO/OA | 2 | 0.39 |
| buffers and inverters | 7 | 3.80 |
==> power breakdown <==
part	total (W)	internal, W	switching (W)
clock	0.00111	0.000633	0.000475
combinational	0.000204	0.0000787	0.000125
sequential	0.00153	0.00152	0.00000557
total	0.00284	0.00223	0.000605
==> final cells by class <==
type / count / share of cell area
clock buffers: 269 / 0.0598
inverters: 2 / 0.000164
flip-flops and latches: 2048 / 0.671
repair buffers: 506 / 0.0500
well taps: 2058 / 0.0281
clock inverters: 98 / 0.00807
multi-input cells: 1839 / 0.182
==> synthesized netlist by cell type (2+ instances only) <==
library cell / number / area, sq um
a21oi_1: 112 / 561
a2bb2oi_1: 8 / 70.1
o22a_1: 112 / 981
a41oi_1: 113 / 990
mux2_4: 4 / 60.1
edfxtp_1: 2048 / 61500
nand2b_1: 12 / 75.1
or4_4: 4 / 45.0
clkbuf_4: 7 / 52.6
mux2_2: 113 / 1270
nor2b_1: 2 / 12.5
nand2_1: 6 / 22.5
a211oi_1: 6 / 45.0
nand3_1: 115 / 576
mux2i_1: 554 / 5550
buf_1: 13 / 48.8
or3b_2: 4 / 35.0
nor3_1: 6 / 30.0
o21ai_0: 14 / 70.1
a221oi_1: 117 / 1020
a31oi_1: 3 / 18.8
buf_6: 29 / 327
o22ai_1: 46 / 288
nand3b_1: 5 / 37.5
buf_2: 75 / 375
a22o_1: 112 / 981
clkbuf_1: 109 / 409
o32ai_1: 3 / 26.3
nor2_1: 137 / 514
o21ai_1: 102 / 510
buf_4: 22 / 165
mux4_2: 122 / 2750
==> stage by stage <==
| step | hold slack, ns | util | power [W] | setup slack (ns) |
|---|---|---|---|---|
| floorplan | 0.889 | - | 0.00167 | 33.81 |
| global placement | 0.745 | 0.544 | 0.00176 | 33.46 |
| detailed placement | 0.765 | 0.544 | 0.00176 | 33.47 |
| CTS | 0.779 | 0.584 | 0.00286 | 33.43 |
| global route | 0.835 | 0.584 | 0.00293 | 33.05 |
| finish | 0.765 | 0.584 | 0.00284 | 33.49 |
==> worst max-delay path by stage <==
stage / from / to / slack [ns]
after CTS: addr[1] / dout[28] / 33.43
after global routing: addr[1] / dout[28] / 33.05
final: addr[1] / dout[27] / 33.49
Power is estimated from default activity; no workload was simulated.
